==> design/flow/config.mk <==
export PLATFORM = sky130hd
export DESIGN_NAME = smoothfilter
export DESIGN_NICKNAME = smoothfilter
export VERILOG_FILES = /design/flow/design.v
export SDC_FILE = /design/flow/constraint.sdc
export NUM_CORES = 4
export LEC_CHECK = 1
export CORE_UTILIZATION = 50
==> design/flow/constraint.sdc <==
current_design smoothfilter

set clk_period 71.9
set clk_io_pct 0.2

create_clock -name clk0 -period $clk_period [get_ports {clk}]

set non_clock_inputs [all_inputs -no_clocks]
set_input_delay [expr $clk_period * $clk_io_pct] -clock clk0 $non_clock_inputs
set_output_delay [expr $clk_period * $clk_io_pct] -clock clk0 [all_outputs]
==> design/flow/design.v <==
module smoothfilter(
						input						clk,
						input						rst_n,
						input						i_strb,
						input		[7:0]			i_data,
						output	reg	[7:0]	o_data,
						output	reg			o_strb,
						input						kernel_write,
						input		[3:0]			kernel_idx,
						input		[7:0]			kernel_data
);
reg			garbage;
reg	[3:0]	cnt;  
reg	[7:0]	cnt_x;  						
reg	[7:0]	cnt_y;  
reg	[7:0]	i_data_d;
always@(posedge clk or negedge rst_n) begin
	if(!rst_n) begin
		garbage	<=	1'b1; 	 
		cnt		<= 7;
		cnt_x		<= 254;		 
		cnt_y		<= 254;
		i_data_d <= 'b0;
	end
	else begin
		if(i_strb) begin
			cnt_x	<= (cnt_x == 255) ? 0 : cnt_x+1;
			if(cnt_x == 255) begin
				cnt_y <= (cnt_y == 255) ? 0 : cnt_y+1;		 
				if(cnt_y == 255) begin
					garbage <= 1'b0;		 
				end
			end
		end
		if(i_strb == 1'b1) begin
			cnt <= 0;
		end
		else if(cnt<7) begin
			cnt <= cnt+1;
		end
		if(i_strb == 1'b1) begin
			i_data_d <= i_data;
		end
	end
end
reg	[7:0]		ibuf[2:0][2:0];	 
wire	[7:0]		data_out;			 
integer i,j;
always@(posedge clk or negedge rst_n) begin
	if(!rst_n) begin
		for(i=0;i<3;i=i+1) begin
			for(j=0;j<3;j=j+1) begin
				ibuf[i][j] <= 'b0;
			end
		end
	end
	else begin
		if(cnt == 0) begin  
			for(i=0;i<3;i=i+1) begin
				for(j=0;j<2;j=j+1) begin
					ibuf[i][j] <= ibuf[i][j+1];	 
				end
			end
			ibuf[2][2] <= i_data_d;		 
		end
		if(cnt == 1) begin
			ibuf[0][2] <= data_out;	
		end										 
		if(cnt == 2) begin
			ibuf[1][2] <= data_out;
		end
	end
end
wire		mem_rd = (cnt == 0) || (cnt == 1);
wire		mem_wr = (cnt == 2);
reg		[8:0]		wr_addr;
wire		[8:0]		rd_addr0 = wr_addr;
wire		[8:0]		rd_addr1 = (wr_addr<256) ? wr_addr+256 : wr_addr-256;
wire		[8:0]		rd_addr = (cnt == 0) ? rd_addr0 : rd_addr1;
always@(posedge clk or negedge rst_n) begin
	if(!rst_n) begin
		wr_addr <= 0;
	end
	else begin
		if(mem_wr == 1'b1) begin
			wr_addr <= (wr_addr == 2*256-1) ? 0 : wr_addr + 1;
		end
	end
end
wire					cs = mem_rd | mem_wr;
wire					write_en = mem_wr;
wire		[8:0]		addr = (mem_wr == 1'b1) ? wr_addr : rd_addr;
wire		[7:0]		data_in = i_data_d;
sram #(.
				WIDTH(8),.
				DEPTH(2*256)
	) buf0 (.
				clk(clk),.
				cs(cs),.
				write_en(write_en),.
				addr(addr),.
				data_in(data_in),.
				data_out(data_out)
);
reg signed	[7:0]		kernel[0:8];
always@(posedge clk or negedge rst_n) begin
	if(!rst_n) begin
		kernel[0]	<=	8'h08;
		kernel[1]	<=	8'h10;
		kernel[2]	<=	8'h08;
		kernel[3]	<=	8'h10;
		kernel[4]	<=	8'h20;
		kernel[5]	<=	8'h10;
		kernel[6]	<=	8'h08;
		kernel[7]	<=	8'h10;
		kernel[8]	<=	8'h08;
	end
	else begin
		if(kernel_write) begin
			kernel[kernel_idx] <= kernel_data;
		end
	end
end
reg	signed	[15:0]	mul[2:0][2:0];
always@(posedge clk or negedge rst_n) begin
	if(!rst_n) begin
		for(i=0;i<3;i=i+1) begin
			for(j=0;j<3;j=j+1) begin
				mul[i][j] <= 'b0;
			end
		end
	end
	else begin
		if((cnt==3)&&(garbage==1'b0)) begin  
			mul[0][0]	<=	((cnt_y>0)&&(cnt_x>0)) 			? ibuf[0][0] * kernel[0] : 'b0;
			mul[0][1]	<=	((cnt_y>0))				 			? ibuf[0][1] * kernel[1] : 'b0;
			mul[0][2]	<=	((cnt_y>0)&&(cnt_x<255)) 		? ibuf[0][2] * kernel[2] : 'b0;
			mul[1][0]	<=	((cnt_x>0))				 			? ibuf[1][0] * kernel[3] : 'b0;
			mul[1][1]	<=											  ibuf[1][1] * kernel[4];
			mul[1][2]	<=	((cnt_x<255))						? ibuf[1][2] * kernel[5] : 'b0;
			mul[2][0]	<=	((cnt_y<255)&&(cnt_x>0)) 		? ibuf[2][0] * kernel[6] : 'b0;
			mul[2][1]	<=	((cnt_y<255))						? ibuf[2][1] * kernel[7] : 'b0;
			mul[2][2]	<=	((cnt_y<255)&&(cnt_x<255))	 	? ibuf[2][2] * kernel[8] : 'b0;
		end
	end
end
reg	signed	[19:0]	sum_in;
reg	signed	[19:0]	sum;
always@(*) begin
	sum_in = 0;
	for(i=0;i<3;i=i+1) begin
		for(j=0;j<3;j=j+1) begin
			sum_in = sum_in + mul[i][j];
		end
	end
end
always@(posedge clk or negedge rst_n) begin
	if(!rst_n) begin
		sum <= 'b0;
	end
	else begin
		if((cnt==4)&&(garbage == 1'b0)) begin
			sum <= sum_in;
		end
	end
end
wire	[19:0]	pd_rnd_1 = sum + (1<<6);
wire	[12:0]	pd_rnd = pd_rnd_1[19:7];
wire	[7:0]		pd_out = (pd_rnd < 0) ? 0 :
								(pd_rnd > 255) ? 255 : pd_rnd[7:0];
always@(posedge clk or negedge rst_n) begin
	if(!rst_n) begin
		o_strb <= 1'b0;
		o_data <= 'b0;
	end
	else begin
		o_strb <= ((cnt == 5)&&(garbage == 1'b0));
		if((cnt==5)&&(garbage == 1'b0)) begin
			o_data <= pd_out;
		end
	end
end
endmodule
module sram #(
					parameter WIDTH = 8,
					parameter DEPTH = 256*256
				) (
					input									clk,
					input 								cs,
					input 								write_en,
					input		[$clog2(DEPTH)-1:0]	addr,
					input		[WIDTH-1:0]				data_in,
					output	[WIDTH-1:0]				data_out
);
reg [WIDTH-1:0]				mem[0:DEPTH-1];
reg [$clog2(DEPTH)-1:0]		r_addr;
always@(posedge clk) begin
	if(cs) begin
		if(write_en) begin
			mem[addr] <= data_in;
		end
		r_addr <= addr;
	end
end
assign data_out = mem[r_addr];
endmodule
==> design/flow/run.sh <==
#!/bin/bash
# OpenROAD 26Q1-2900-gdf79404cd8, Yosys 0.63+post, stock flow scripts
make -C /OpenROAD-flow-scripts/flow DESIGN_CONFIG=/design/flow/config.mk WORK_HOME=/design/flow/orfs finish
==> flow_results.org <==
#+TITLE: Physical design notes

** Yosys
- Number of cells in Yosys stat :: 10,720
- Before any placement, the netlist area is recorded as 193,000 sq um.
- Yosys reported that registers with async set or reset make up 7.82%.
- Sequential share of the synthesized area :: 68.4%
- Top cells by count, synth :: sky130_fd_sc_hd__edfxtp_1 (4,105), sky130_fd_sc_hd__mux4_2 (947), sky130_fd_sc_hd__inv_1 (638)
- Yosys top cell by instances :: sky130_fd_sc_hd__edfxtp_1
- Average footprint of a synthesized cell :: 18.0 sq um
- Yosys reported a register bit count of 4,463.
- Warnings reported by Yosys during synthesis add up to 5.
- Post-Syn Instances :: 10,720
- Distinct cell type count of the synthesized netlist :: 73
- Yosys-reported design area after synthesis :: 193,000 sq um
- sky130_fd_sc_hd__edfxtp_1 takes more of the synthesized area than any other cell.
- The most used flip-flop cell after synthesis is sky130_fd_sc_hd__edfxtp_1.
- Largest cells by area :: sky130_fd_sc_hd__edfxtp_1 (64%), sky130_fd_sc_hd__mux4_2 (11%), sky130_fd_sc_hd__fa_1 (4.5%), sky130_fd_sc_hd__dfrtp_1 (4.2%), sky130_fd_sc_hd__ha_1 (2.3%)
- Of the post-synthesis cell area, the dominant cell type holds 63.8%.
- Count of library flops with an enable pin :: 4,105

** Worst setup path
- The required time at the worst endpoint is listed as 57,520 ps.
- Worst setup slack for register-to-register paths :: 65,200 ps
- CP delay by family, top :: buffers and inverters
- The critical path is of the flop to output port type.
- All stages included, the depth of the critical timing path comes to 1.
- For reference, the critical path is launched at o_data[6].
- Along the worst path, the maximum fanout reaches 2.
- Data arrival time of the critical path :: 1720 ps
- Worst path max stage delay :: 460 ps
- Buffer and inverter count on the worst path :: 1
- The worst setup path is captured at an output port.
- STA classifies the critical path startpoint as a flop.
- Crit path cell chain :: clkdlybuf4s50_1
- The worst register-to-register path depth is 12.
- Per the timing report, the most critical flop-to-flop path finishes at ibuf[6][5].
- On the critical path, the stage with the largest delay is an instance of sky130_fd_sc_hd__clkdlybuf4s50_1.

** Clock network
- CTS added clock buffers totalling 454.
- CTS clk-pin slew, worst paths :: 60 ps
- Post-CTS setup buffer count :: 0
- CTS tree :: built
- As reported, the later end of the worst-skew pair has a clock insertion delay of 1030 ps.
- CTS reports a maximum clock tree buffer depth of 4.
- Looking at the clock tree report, the root buffer type is sky130_fd_sc_hd__clkbuf_16.
- Max H-tree Level :: 5
- Post-cts hold buffer count :: 0
- PostCTS Resize Cnt :: 0
- Counting every sink on the clock net gives 4,463.

** Global routing
- Final global-route overflow total :: 0
- The number of global-route vias before repair was 107,145.
- The initial antenna violation count is 9.
- Entering global routing, the biggest net connects 136 pins.
- The first global-routing pass estimated 700,000 um of wire.
- Global-route usage over all layers :: 27.6%

** Floorplan
- IO Pins :: 33
- Before placement the cells fill 50.4% of the core.
- The vertical die dimension reported for this design is 624 um.
- The floorplan has 227 rows.
- Per the OpenROAD floorplan log, the width of the die is 624 um.
- The core region is 383,000 sq um.
- Overall die area :: 389,000 sq um

** Timing
- Number of pins with negative max-slew slack in the final report :: 0
- Unrepaired setup endpoints after global routing :: false
- Setup total negative slack on the finished layout was measured at 0 ps.
- For reference, the final report shows the hold violation count at 0.
- Top achievable clock speed :: 62.1 MHz
- Transition at the pin with the smallest max-transition slack :: 978 ps
- Finish-stage setup viols :: 0
- In the final run the clock tree shows a worst skew of 130 ps.
- The final timing summary puts the cycle share of the worst path at 22.4%.
- Measured against its own limit, the worst slew margin works out to 34.6%.
- Shortest clock period the worst path allows after layout :: 16,100 ps

** Power
- Power density over cell area :: 43.3 nW/um^2
- The power report puts the leakage power at 72.6 nW.
- Across the VDD grid, the largest voltage drop is 120 uV.

** Placement
- After detailed placement, the total cell area comes to 199,000 sq um.
- DPL Wire Length :: 297,000 um
- Number of I/O port buffers :: 32
- Global placement routability congestion :: 0.906

** Routing
- For this run, the detailed router reports a per-instance via density of 5.95.
- Final routed wire length divided by cell count :: 28.7 um
- Per the log, the first TritonRoute iteration ended with a DRC count of 5,933.
- First-pass detailed-route iteration total :: 6
- In this run the remaining antenna-violating nets after routing total 0.
- The detailed router reported a total wirelength of 469,000 um.
- The routed layout has 97,297 vias.
- Drc violations :: 0

** Layout
- Once layout is done, the placed cells without fillers occupy 214,000 sq um.
- Share of layout cells above drive strength 1 :: 19.0%
- Fill cell count :: 28,423
- Area delta synth->final :: 10.9%

** Outcome
- The run finished with clean final reports.

** Min path
- The worst hold path passes through 2 cells.
- The worst hold path begins at buf0.r_addr[0].
- HP Class :: flop to flop

** Job
- Across all stage logs, warnings added up to 58.
- Across the run, the number of max-cap violations was 0.
## stage by stage
stage	total power, mW	util [%]	cells	hold WS, ps	setup WS (ps)
floorplan	6.01	-	10720	418	56110
global placement	7.00	52.0	15511	430	55450
detailed placement	7.02	52.0	15511	441	55500
CTS	9.37	55.9	16341	444	55710
global route	9.91	55.9	16343	471	55700
finish	9.28	55.9	16349	457	55800
## area by class of cell
type,count,area (sq um),area share [%]
Sequential cell,4463,132000,61.8
Clock buffer,562,12100,5.63
Tap cell,5038,6300,2.94
Inverter,639,2400,1.12
Timing Repair Buffer,297,2490,1.16
Multi-Input combinational cell,5074,56000,26.1
Clock inverter,268,2650,1.24
Antenna cell,8,20.0,0.00935
## cells by family (layout without fill, tap and decap cells)
| kind of cell | after synthesis | count (layout) | synth area share, % |
|---|---|---|---|
| fa+ha+maj | 793 | 793 | 6.84 |
| xor+xnor | 141 | 141 | 0.643 |
| simple gates | 1737 | 1737 | 4.24 |
| mux | 1341 | 1341 | 13.2 |
| other cells | 0 | 8 | 0 |
| flops | 4463 | 4463 | 68.4 |
| compound gates | 1062 | 1062 | 3.95 |
| buf+inv | 1183 | 1766 | 2.70 |
## power breakdown
part / internal (mW) / leakage [nW] / switching [mW] / total (mW)
registers: 2.95 / 41.3 / 0.157 / 3.11
clock network: 1.35 / 7.18 / 0.976 / 2.33
logic: 1.66 / 24.1 / 2.18 / 3.84
## placed cells by master (no fill, tap or decap), drive strengths merged, types with 10 or more instances in the layout
| master | instances |
|---|---|
| o221ai | 15 |
| dfrtp | 322 |
| a211oi | 68 |
| a31oi | 23 |
| buf | 266 |
| nand3 | 38 |
| a221oi | 75 |
| o41ai | 10 |
| clkbuf | 562 |
| nand4 | 21 |
| fa | 438 |
| inv | 652 |
| xor2 | 36 |
| mux2i | 229 |
| o21bai | 17 |
| and3 | 11 |
| clkinv | 194 |
| xnor2 | 105 |
| mux4 | 947 |
| a21oi | 138 |
| o31ai | 12 |
| nor2b | 26 |
| o22ai | 133 |
| o21ai | 125 |
| nor3 | 88 |
| nand2 | 430 |
| clkinvlp | 14 |
| clkdlybuf4s50 | 31 |
| and2 | 418 |
| ha | 355 |
| bufinv | 47 |
| nor2 | 637 |
| a22o | 167 |
| mux2 | 165 |
| a22oi | 175 |
| nand2b | 14 |
| edfxtp | 4105 |
| a21o | 39 |
| o211ai | 34 |
| dfstp | 27 |
## layer usage
metal	part of all wire [%]	vias up	track usage, %
li1	-	42061	-
met1	35	49428	38.5
met2	46	5042	38.8
met3	16	732	18.5
met4	3.2	34	6.71
met5	0.28	-	2.59
## state kept, by name, summed over array words and instances, names as in the netlist, named ones only
register	flops
buf0.mem	4096
buf0.r_addr	9
cnt	4
cnt_x	8
cnt_y	8
garbage	1
i_data_d	8
ibuf	72
kernel	72
mul	144
o_data	8
o_strb	1
sum	14
wr_addr	9
## worst max path at each step
stage / endpoint / slack [ps]
finish: o_data[6] / 55800
global route: o_data[7] / 55700
CTS: o_data[6] / 55710
Power figures rest on the tool's default switching activity, not on a simulated workload.
